### design/flow/config.mk
export PLATFORM = sky130hd
export DESIGN_NAME = mult
export DESIGN_NICKNAME = mult
export VERILOG_FILES = /design/flow/design.v
export SDC_FILE = /design/flow/constraint.sdc
export NUM_CORES = 4
export LEC_CHECK = 1
export CORE_UTILIZATION = 30
### design/flow/constraint.sdc
current_design mult

set clk_period 8.9
set clk_io_pct 0.2

create_clock -name clk0 -period $clk_period

set non_clock_inputs [all_inputs -no_clocks]
set_input_delay [expr $clk_period * $clk_io_pct] -clock clk0 $non_clock_inputs
set_output_delay [expr $clk_period * $clk_io_pct] -clock clk0 [all_outputs]
### design/flow/design.v
module mult(
		input logic [7:0] a, b,
		output [15:0] out);
		assign out = {8'b0, a[7:0]*b[0]} + 		 
					 {7'b0, a[7:0]*b[1], 1'b0} +  
					 {6'b0, a[7:0]*b[2], 2'b0} +  
					 {5'b0, a[7:0]*b[3], 3'b0} +  
					 {4'b0, a[7:0]*b[4], 4'b0} +  
					 {3'b0, a[7:0]*b[5], 5'b0} +  
					 {2'b0, a[7:0]*b[6], 6'b0} +  
					 {1'b0, a[7:0]*b[7], 7'b0};   
endmodule
### design/flow/run.sh
#!/bin/bash
# OpenROAD 26Q1-2900-gdf79404cd8, Yosys 0.63+post, stock flow scripts
make -C /OpenROAD-flow-scripts/flow DESIGN_CONFIG=/design/flow/config.mk WORK_HOME=/design/flow/orfs finish
==> flow_summary.ini <==
; implementation run metrics
[outcome]
outcome = completed

[layout]
synthToLayoutAreaGrowth_pct = 21.3
drive_gt1_frac = 0.0373
clock_buffers = 0
final_layout_top_logic_cells = 47 x and2_1, 38 x fa_1, 35 x inv_1
flop_area_sq_um = 0
seq_cell_count = 0
combGateArea_sq_um = 1810
num-fill-cells = 618
lay_top_count = and2_1

[final_timing]
finalMaxSlewViolations = 0
rsz0062_at_grt = false
setup_ws_ns = 0.501
finalHoldViolations = 0
max_freq_ghz = 0.119
fin_crit_ns = 8.40
setup_tns_ns = 0
max_slew_margin = 0.808
setup_viol = 0
finalCritPeriodShare = 0.944
tightestPinTransition_ns = 0.285

[worst_setup_path]
crit_chain = clkdlybuf4s50_1, and2_1, fa_1, inv_1, fa_1, inv_1, fa_1, inv_1, fa_1, inv_1, ha_1, and3_1, a211oi_2, nand2b_2, a31oi_2, xnor2_1, clkdlybuf4s50_1
critPathLaunchType = input port
arrival_ns = 6.62
cp-end-kind = output pin
worst-path-stages = 17
cp_top_family = adder cells
cp_max_fo = 8
cpMaxStageDelayCell = clkdlybuf4s50_1
worst-setup-path-type = in2out
slowest_delay_ns = 0.54
startpoint = a[7]
path_buffers = 6
worstPathRequired_ns = 7.12
cp-endpoint = out[14]

[floorplanning]
die_area_sq_um = 6790
die_x_microns = 82.4
fp.coreArea_sq_um = 6100
boundaryPins = 32
floorplan.core_util = 0.318
row_count = 28
die_h_microns = 82.4

[power_and_ir_drop]
power.density_nw_per_um2 = 179
p_leak_nw = 1.19
vdd_drop_max_mv = 0.179

[placement]
pre_cts_ws_ns = 0.519
io_buffers = 32
place_hpwl_microns = 3080
globalplace.congestion = 0.823

[synth]
ys_sh_xor = 0.0451
yosysWarnings = 0
synth-compound-area-share = 0.0671
yosys_area_sq_um = 1940
ys_types = 26
ys_cells = 209
muxShareOfSynthArea = 0
avgSynthCellArea_sq_um = 9.29
logic_family = adder cells
synthCells = 209
synth-seq-area-share = 0
synth_area_sq_um = 1940
fa_ha_area_frac = 0.592
simple_gate_share = 0.228

[hold_path]
hp-class = in2out
min_from = a[0]

[grt]
overflow = 0
grt_max_degree = 9
antenna_found_initial = 0
grt_pass1_vias = 1415
grt_pass1_wl_microns = 6110
grt.total_usage = 0.118

[routing]
drc = 0
drt-initial-drc-count = 23
insertedDiodeCount = 0
wl_microns = 3460
via_per_inst = 4.64
routedWlPerCell_microns = 10.9
vias = 1465
first_pass_iters = 4
ant_nets = 0

[clock_network]
ctsResizeCount = 0
cts_hold_buffers = 0
cts_setup_buffers = 0

[flow_run]
drv_cap = 0
warnings = 32
## power breakdown
| group | total [mW] | switching [mW] | internal [mW] |
|---|---|---|---|
| Sequential | 0 | 0 | 0 |
| Combinational | 0.421 | 0.179 | 0.243 |
| Clock | 0 | 0 | 0 |
| Total | 0.421 | 0.179 | 0.243 |
## how the worst min path moves through the flow
stage         cells past startpoint  slack, ns      to
finish                            3       4.68  out[0]
global route                      3       4.75  out[0]
CTS                               3       4.69  out[0]
## Yosys cell counts (2+ instances only)
master   number  share of area
a21o_1        2         0.0077
a21oi_1       5          0.013
and2_1       47           0.15
and3_1        2         0.0064
fa_1         38           0.39
ha_1         31           0.20
inv_1        35          0.068
nand2_1      20          0.039
o21ai_0       3         0.0077
o41ai_2       2          0.017
xnor2_1       6          0.027
xor2_1        4          0.018
## tightest hold or removal path: cells and delay by family
family	cells	cell delay (ns)
buf+inv	2	0.92
simple gates	1	0.19
## logic make-up after synthesis
logic type	count (synthesis)
buffers and inverters	35
xor gates and xnor gates	10
and+or+nand+nor	79
adders and majority gates	69
AOI/OAI and AO/OA	16
## per-stage QoR
step           cell area, sq um  power, mW  hold slack (ns)  instances   util
2_1_floorplan              1940      0.244             3.63        209      -
3_3_place_gp               2350      0.426             4.69        316  0.386
3_5_place_dp               2350      0.428             4.68        316  0.386
4_1_cts                    2350      0.431             4.69        316  0.386
5_1_grt                    2350      0.484             4.75        316  0.386
6_report                   2350      0.421             4.68        316  0.386
## per-layer routing
layer / GRT usage / part of all wire / vias to the layer above
met2: 0.193 / 0.45 / 37
met5: 0 / 0 / -
li1: - / - / 719
met3: 0.0178 / 0.053 / 0
met4: 0 / 0 / 0
met1: 0.181 / 0.50 / 709
## layout make-up
type / count / share of cell area
inverter: 35 / 0.0558
multi-input combinational: 174 / 0.768
tap: 75 / 0.0399
timing repair buffer: 32 / 0.136
Power figures rest on the tool's default switching activity, not on a simulated workload.
