[design/flow/run.sh]
#!/bin/bash
# OpenROAD 26Q1-2900-gdf79404cd8, Yosys 0.63+post, stock flow scripts
make -C /OpenROAD-flow-scripts/flow DESIGN_CONFIG=/design/flow/config.mk WORK_HOME=/design/flow/orfs finish
[design/flow/config.mk]
export PLATFORM = sky130hd
export DESIGN_NAME = Ass1
export DESIGN_NICKNAME = Ass1
export VERILOG_FILES = /design/flow/design.v
export SDC_FILE = /design/flow/constraint.sdc
export NUM_CORES = 4
export LEC_CHECK = 1
export CORE_AREA = 10 10 70 70
export DIE_AREA = 0 0 80 80
[design/flow/constraint.sdc]
current_design Ass1

set clk_period 1.0
set clk_io_pct 0.2

create_clock -name clk0 -period $clk_period

set non_clock_inputs [all_inputs -no_clocks]
set_input_delay [expr $clk_period * $clk_io_pct] -clock clk0 $non_clock_inputs
set_output_delay [expr $clk_period * $clk_io_pct] -clock clk0 [all_outputs]
[design/flow/design.v]
module Ass1(
	input logic [3:0] SW,
	output logic [6:0] HEX0
);
	logic [3:0] Result;
	seven_seg  disp0(SW[3:0], HEX0);
endmodule
module seven_seg(
	input logic [3:0] S,
	output logic [6:0] HEX);
	assign HEX[0] = ~((~S[2] & ~S[0]) | (~S[3] & S[1]) | (~S[3] & S[2] & S[0]) | (S[2] & S[1]) | (S[3] & ~S[2] & ~S[1]) | (S[3] & ~S[0]));	
	assign HEX[1] = ~((~S[3] & ~S[2]) | (~S[3] & ~S[1] & ~S[0]) | (~S[2] & ~S[0]) | (~S[3] & S[1] & S[0]) | (S[3] & ~S[1] & S[0]));	
	assign HEX[2] = ~((~S[3] & ~S[1]) | (~S[3] & S[0]) | (~S[1] & S[0]) | (~S[3] & S[2]) | (S[3] & ~S[2]));	
	assign HEX[3] = ~((~S[3] & ~S[2] & ~S[0]) | (~S[2] & S[1] & S[0]) | (S[2] & ~S[1] & S[0]) | (S[2] & S[1] & ~S[0]) | (S[3] & ~S[1]) );
	assign HEX[4] = ~((~S[2] & ~S[0]) | (S[1] & ~S[0]) | (S[3] & S[1]) | (S[3] & S[2]));	
	assign HEX[5] = ~((~S[1] & ~S[0]) | (~S[3] & S[2] & ~S[1]) | (S[2] & ~S[0]) | (S[3] & ~S[2]) | (S[3] & S[1]));
	assign HEX[6] = ~((~S[2] & S[1]) | (S[1] & ~S[0]) | (~S[3] & S[2] & ~S[1]) | (S[3] & ~S[2]) | (S[3] & S[0]));
endmodule
==> run_results.csv <==
group,metric,value,unit
status,status,"finished, violations left",
status,violations,"negative setup slack",
yosys,top_area_frac,0.154,
routing,ant_nets,0,
routing,drtIter0Drc,3,
setup_path,crit_arrival,890,ps
sta,setup_viol,6,
layout,area_growth,149,%
sta,relSlewSlack,0.830,
clocking,ctsHoldBuffers,0,
yosys,top_area_cell,"buf_6",
setup_path,cp_max_fo,6,
floorplanning,rows,21,
power_and_ir_drop,p_leak,0.233,nW
yosys,yosys-stat-cells,31,
setup_path,path_cells,"buf_8, buf_6, nand2b_4, o21ai_2, a22o_1, buf_2",
placement,io_buffers,11,
layout,seq_cell_count,0,
yosys,ys_area,219,sq um
setup_path,cp_top_family,"buffers and inverters",
routing,insertedDiodeCount,0,
routing,wl_per_cell,9.49,microns
floorplanning,die_h,80,microns
grt,gr-total-overflow,0,
routing,dr_total_vias,300,
layout,num-clock-buffers,0,
routing,route.detailed.drc,0,
grt,grt_pass1_wl,1490,microns
yosys,top_cell,"nand3_1",
setup_path,cpMaxStageDelayCell,"a22o_1",
routing,dr.pass1.iters,4,
routing,drt_wl_total,921,microns
power_and_ir_drop,peakVddDrop,0.205,mV
grt,grt_pass1_vias,323,
layout,flop_area,0,sq um
grt,grt_max_degree,9,
placement,place_inst,91,
sta,worstMarginPinSlew,254,ps
layout,stdcell_count,97,
floorplanning,io_pins,11,
yosys,synth.avg_cell_area,7.06,sq um
sta,rsz0062_at_grt,"yes",
routing,routed_via_density,3.09,
run,drv_cap,0,
setup_path,path_class,"in2out",
sta,worst_slack,-86.0,ps
run,warnings,34,
setup_path,endpoint_kind,"output port",
floorplanning,die_w,80,microns
grt,grt_usage,0.0277,
setup_path,required,800,ps
placement,dp_hpwl,616,microns
yosys,yosys_warnings,0,
setup_path,worst-path-buf-inv,3,
worst_hold_path,hold_class,"in2out",
floorplanning,core-area,3420,sq um
power_and_ir_drop,powerDensity,416,nW/um^2
layout,fillCellCount,395,
floorplanning,fp-utilization,0.0641,
yosys,synthTopCellsByArea,"buf_6 (15%), nand2b_4 (13%), nand3_1 (9.1%), xor2_1 (8.0%), clkbuf_8 (6.3%)",
yosys,syn_inst,31,
yosys,netlist_top_cells_count,"nand3_1 (4), buf_6 (3), inv_1 (3), nand2_1 (3)",
layout,drive_gt1_frac,0.745,
sta,fmax,0.921,GHz
sta,final-hold-violation-count,0,
yosys,ys_seq_share,0,
yosys,synth_cell_types,19,
layout,post-route-util,0.159,
yosys,synth_area,219,sq um
sta,finalCriticalPeriod,1090,ps
floorplanning,dieArea,6400,sq um
placement,place.gp.congestion,0.755,
grt,antenna_found_initial,0,
sta,finalClockPeriodUsage,1.09,
setup_path,cpPeakStageDelay,210,ps
sta,slew_viol_final,0,
setup_path,start_kind,"input pin",
kinds of logic (layout without fill, tap and decap cells):
kind of cell	after synthesis	in the layout	share of synthesized area
AND-OR/OR-AND	11	11	0.343
AND/OR/NAND/NOR	11	11	0.309
buffers and inverters	7	27	0.269
XOR/XNOR	2	2	0.0800
layout by cell type, fill, tap and decap left out, types with 2 or more instances in the layout:
master,instances
buf_12,2
buf_2,8
buf_4,4
buf_6,8
buf_8,2
inv_1,2
nand2_1,3
nand2b_4,2
nand3_2,2
xor2_1,2
path summary, 6_finish.rpt:
kind	startpoint	slack (ps)	endpoint	depth (start not counted)
min	SW[2]	730	HEX0[3]	3
max	SW[0]	-90	HEX0[1]	6
power by group:
| part | switching, mW | internal, mW |
|---|---|---|
| sequential | 0 | 0 |
| combinational | 0.0967 | 0.130 |
| clock | 0 | 0 |
per-stage QoR:
stage	hold WS [ps]	instance area, sq um	setup WS, ps	total power [mW]	setup TNS, ps
final	735	544	-86.0	0.226	-357
after global routing	756	544	-134	0.244	-641
after CTS	749	493	-71.0	0.197	-319
after detailed placement	1480	392	-1030	0.160	-6800
after global placement	1490	392	-998	0.158	-6680
after floorplan	529	219	125	0.0780	0
final cells by class:
type / count / area (sq um) / share of cell area
multi-input cells: 24 / 245 / 0.451
inverters: 3 / 11.3 / 0.0207
repair buffers: 24 / 230 / 0.423
well taps: 46 / 57.6 / 0.106
metal layers:
metal / global-route usage / vias to the layer above / routed length (microns)
li1: - / 152 / -
met1: 0.0488 / 137 / 565
met2: 0.0329 / 11 / 311
met3: 0.00568 / 0 / 44
met4: 0 / 0 / 0
met5: 0 / - / 0
repair_timing:
| item | 4_1_cts | 5_1_grt |
|---|---|---|
| endpoints found under the hold margin | 0 | 0 |
| setup endpoints to repair | 7 | 7 |
| cloned | 1 | 0 |
| pin swaps | 10 | 5 |
| resized | 65 | 10 |
| buffers inserted | 5 | 0 |
Power figures rest on the tool's default switching activity, not on a simulated workload.
