==> flow/design.v <==
module multiply_divide 
	#(parameter n = 4)
	(input logic clk,
	 input logic [3:0] F, 
	 input logic [n-1:0] a, b,
	 output logic [n-1:0] y, 
	 output logic [2*n-1:0] out_2n);
	logic [n-1:0] hi, lo;
	logic [n-1:0] R, Q;    
	logic [n-1:0] H, L;    
	assign Q = a/b;
	assign R = a%b;
	assign {H,L} = a * b;
	logic En1,En2;    
	assign En1 = F[3] | (~F[1] & F[0]);
	assign En2 = F[3] | ( F[1] & F[0]);
	logic [n-1:0] operation_hi, operation_lo, ff_input_hi, ff_input_lo;
	always_comb 
	begin  
	  operation_hi <=F[1]? H:R;
	  operation_lo <=F[1]? L:Q;
	  ff_input_hi <=F[3]? operation_hi:a;
	  ff_input_lo <=F[3]? operation_lo:a;
	  y =F[1]? hi:lo;
	end
	always_ff @(posedge clk) 
	begin
	if (En1) hi <= ff_input_hi;
	if (En2) lo <= ff_input_lo;
	end
	assign out_2n = {hi,lo};
endmodule
==> flow/run.sh <==
#!/bin/bash
# OpenROAD 26Q1-2900-gdf79404cd8, Yosys 0.63+post, stock flow scripts
make -C /OpenROAD-flow-scripts/flow DESIGN_CONFIG=/design/flow/config.mk WORK_HOME=/design/flow/orfs finish
==> flow/config.mk <==
export PLATFORM = sky130hd
export DESIGN_NAME = multiply_divide
export DESIGN_NICKNAME = multiply_divide
export VERILOG_FILES = /design/flow/design.v
export SDC_FILE = /design/flow/constraint.sdc
export NUM_CORES = 4
export LEC_CHECK = 1
export CORE_UTILIZATION = 30
==> flow/constraint.sdc <==
current_design multiply_divide

set clk_period 4.5
set clk_io_pct 0.2

create_clock -name clk0 -period $clk_period [get_ports {clk}]

set non_clock_inputs [all_inputs -no_clocks]
set_input_delay [expr $clk_period * $clk_io_pct] -clock clk0 $non_clock_inputs
set_output_delay [expr $clk_period * $clk_io_pct] -clock clk0 [all_outputs]
==> reports/qor.json <==
{
  "outcome": "finished, violations left",
  "failing_checks": "design-rule violations",
  "worst_ir_drop_vdd_uv": 71.71,
  "cts_buffers": 3,
  "detailroute.via_count": 1334,
  "crit_fanout": 5,
  "number_of_antenna_violations_at_the_first_check_in_global_routing": 0,
  "yosys.stat.chipArea_um2": 1410,
  "ys_seq_elements": 8,
  "grt_pass1_wl_um": 5651,
  "timing.critical_path.slowest_stage_cell": "sky130_fd_sc_hd__a211oi_4",
  "finalWorstPathRequiredPeriod_ns": 4.447,
  "htree_num_levels": 1,
  "ys.flop_type": "sky130_fd_sc_hd__edfxtp_1",
  "n_antenna_cell": 0,
  "wl_per_cell_um": 12.17,
  "worst-slew-pin-transition_ns": 0.4488,
  "cell_chain_of_the_critical_path": "buf_8, inv_6, ha_4, nor4b_4, a2bb2oi_2, ha_1, o21a_1, o21ai_2, a21oi_1, ha_1, o21ai_4, a211oi_4, a211oi_2, or2_4, ha_4, a21oi_2, o21ai_1, xor2_1, a311o_1, o22a_1",
  "cts_tree": "done",
  "fmax_mhz": 224.9,
  "synth-async-reset-ratio": 0,
  "syn_inst": 163,
  "path_class": "in -> reg",
  "synth-cells-yosys": 163,
  "timing.slew.headroom": 0.6999,
  "yosys-top-cells-count": "sky130_fd_sc_hd__ha_1, sky130_fd_sc_hd__inv_1, sky130_fd_sc_hd__nor2_1, sky130_fd_sc_hd__nand2_1",
  "post-synth-top-area-fraction": 0.2396,
  "i_o_buffers": 23,
  "cts_root_buffer": "sky130_fd_sc_hd__clkbuf_8",
  "synthesis.area_per_instance_um2": 8.651,
  "sequential_cell_area_um2": 240.2,
  "yosysWarnings": 1,
  "gpl.final_weighted_congestion": 0.8403,
  "drc": 1,
  "clkSlewWorstSetupHoldPaths_ns": 0.04,
  "detailedPlacementHpwl_um": 2773,
  "detail_route.iter0.violations": 42,
  "critical_path_capture_point_type": "flip-flop",
  "crit_arrival_ns": 4.42,
  "setup_slack_ns": 0.05348,
  "syn_area_um2": 1410,
  "wirelength_um": 3225,
  "cells_taking_the_most_area_after_synthesis": "sky130_fd_sc_hd__ha_1, sky130_fd_sc_hd__edfxtp_1, sky130_fd_sc_hd__fa_1",
  "initial_core_utilization": 0.3173,
  "timing.final.max_slew_violations": 0,
  "layout-area-overhead-vs-synth_pct": 47.83,
  "crit_family": "AND-OR/OR-AND gates",
  "chipHeight_um": 70.56,
  "chip_area_um2": 4979,
  "drv_cap": 0,
  "worstHoldPathType": "in -> reg",
  "first_global_vias": 1311,
  "cts.sinks": 8,
  "detailedRoute.firstPassIterationCount": 54,
  "cp.buffers_inverters": 2,
  "openroad_warning_count": 32,
  "drive_above_1_share": 0.3192,
  "max-clock-path-buffers": 2,
  "die_width_um": 70.56,
  "route.antenna.remaining_nets": 0,
  "startpoint_type": "input pin",
  "largest_net_degree_at_the_start_of_global_routing": 21,
  "placementRows": 24,
  "power.static_leakage_uw": 0.0009744,
  "place_worst_setup_slack_ns": -0.7411,
  "synth_seq_share": 0.1704,
  "setup_repair_after_global_routing_missed_its_margin": "true",
  "avgViaCountPerCell": 5.034,
  "power_density_nw_per_um2": 223.1,
  "final_min_period_over_clock_period": 0.9881,
  "globalRouteOverflowTotal": 0,
  "logic_area_um2": 1234,
  "ioPinCount": 25,
  "fillerInstances": 436,
  "crit_path_max_incr_delay_ns": 0.39,
  "synth_cell_type_count": 42,
  "synth-edff-count": 8,
  "synthMostInstantiatedCell": "sky130_fd_sc_hd__ha_1",
  "finalSetupViolations": 0,
  "required_worst_endpoint_ns": 4.47,
  "grtUsageTotal": 0.1429,
  "synthDominantAreaCellType": "sky130_fd_sc_hd__ha_1",
  "instances_no_fill": 265,
  "final_hold_viol_count": 0,
  "placeableCoreArea_um2": 4444,
  "place.detailed.instances": 261,
  "fin_tns_setup_ns": 0
}
-- state kept, by name, indices dropped and copies added, names as in the netlist --
signal and flops:
hi 4, lo 4
-- tightest hold or removal path, delay by kind of cell --
| family | cells | cell delay [ns] |
|---|---|---|
| AND-OR/OR-AND | 1 | 0.15 |
| buffers and inverters | 2 | 0.27 |
-- final timing paths --
path  depth (start not counted)  start    end  slack (ns)
max                          20   b[0]  hi[3]        0.05
min                           3   a[3]  hi[3]        1.22
-- stage by stage --
stage	area (um^2)	utilization	hold WS (ns)	total power (uW)
3_5_place_dp	1974	0.4443	1.659	366.9
2_1_floorplan	1496	-	1.117	252.2
6_report	2085	0.4690	1.219	465.1
3_3_place_gp	1974	0.4443	1.655	366.1
4_1_cts	2043	0.4597	1.223	460.7
5_1_grt	2085	0.4690	1.223	502.5
-- kinds of logic (layout without fill, tap and decap cells) --
logic type	after synthesis	in the layout	share of synthesized area
and+or+nand+nor	44	44	0.1508
xor gates and xnor gates	6	6	0.03727
buffers and inverters	22	72	0.06033
DFF	8	8	0.1704
AOI/OAI and AO/OA	47	47	0.2387
adders and majority gates	32	32	0.3106
muxes	4	4	0.03194
-- final cells by class --
type                    count  share of cell area
repair buffers             51              0.2071
multi-input cells         133              0.5918
clock buffers               3             0.01981
inverters                  18             0.03481
flip-flops and latches      8              0.1152
well taps                  52             0.03121
-- per-layer routing --
metal	global-route usage	vias up	share of wire
li1	-	693	-
met1	0.2004	602	0.49
met2	0.2438	35	0.46
met3	0.01301	4	0.035
met4	0.03778	0	0.014
met5	0	-	0
-- report_power, final --
group          internal [uW]  switching [uW]
combinational            156             125
sequential              97.5            4.58
clock                   57.5            23.7
total                    311             154
-- cells in the final DEF (no fill, tap or decap), types with 2 or more instances in the layout --
| cell | n |
|---|---|
| sky130_fd_sc_hd__a21o_1 | 3 |
| sky130_fd_sc_hd__nor2_4 | 2 |
| sky130_fd_sc_hd__buf_4 | 28 |
| sky130_fd_sc_hd__o21a_1 | 2 |
| sky130_fd_sc_hd__nand2_1 | 14 |
| sky130_fd_sc_hd__fa_1 | 4 |
| sky130_fd_sc_hd__o21ai_0 | 3 |
| sky130_fd_sc_hd__mux2_2 | 4 |
| sky130_fd_sc_hd__o211a_1 | 2 |
| sky130_fd_sc_hd__a21oi_2 | 2 |
| sky130_fd_sc_hd__a211o_1 | 5 |
| sky130_fd_sc_hd__a211oi_2 | 2 |
| sky130_fd_sc_hd__edfxtp_1 | 8 |
| sky130_fd_sc_hd__nor2_2 | 2 |
| sky130_fd_sc_hd__a31oi_1 | 2 |
| sky130_fd_sc_hd__ha_1 | 24 |
| sky130_fd_sc_hd__buf_2 | 3 |
| sky130_fd_sc_hd__o21ai_1 | 4 |
| sky130_fd_sc_hd__o21ai_2 | 2 |
| sky130_fd_sc_hd__nand3b_1 | 2 |
| sky130_fd_sc_hd__clkbuf_8 | 3 |
| sky130_fd_sc_hd__clkdlybuf4s50_1 | 18 |
| sky130_fd_sc_hd__inv_1 | 17 |
| sky130_fd_sc_hd__a21oi_1 | 5 |
| sky130_fd_sc_hd__nor2_1 | 12 |
| sky130_fd_sc_hd__nor3_1 | 3 |
| sky130_fd_sc_hd__and2_1 | 2 |
| sky130_fd_sc_hd__xor2_1 | 3 |
| sky130_fd_sc_hd__ha_4 | 3 |
| sky130_fd_sc_hd__xnor2_1 | 3 |
-- what timing repair did --
| item | in CTS | in global routing |
|---|---|---|
| pin swaps | 17 | 17 |
| hold endpoints to repair | 0 | 0 |
| hold buffers | 0 | 0 |
| gates cloned | 0 | 0 |
| setup endpoints to repair | 5 | 5 |
| setup buffers | 0 | 1 |
| gates resized | 32 | 9 |
Power is estimated from default activity; no workload was simulated.
